File: flow/config.mk
export PLATFORM = sky130hd
export DESIGN_NAME = bad_ALU
export DESIGN_NICKNAME = bad_ALU
export VERILOG_FILES = /design/flow/design.v
export SDC_FILE = /design/flow/constraint.sdc
export NUM_CORES = 4
export LEC_CHECK = 1
export CORE_UTILIZATION = 50
File: flow/constraint.sdc
current_design bad_ALU

set clk_period 19.5
set clk_io_pct 0.2

create_clock -name clk0 -period $clk_period

set non_clock_inputs [all_inputs -no_clocks]
set_input_delay [expr $clk_period * $clk_io_pct] -clock clk0 $non_clock_inputs
set_output_delay [expr $clk_period * $clk_io_pct] -clock clk0 [all_outputs]
File: flow/design.v
`timescale 1ns / 1ps
module bad_ALU(input [31:0] a,
               input [31:0] b,
               input [3:0] aluop,
               output [31:0] result,
               output zero);
reg [31:0] slt;
reg [31:0] logicsel;
reg [31:0] alu_val;  
reg [31:0] diff;
wire ss0;  wire ss1; wire Ss2; wire ss3;
assign {ss0,ss1,Ss2,ss3} = aluop;  
always @ (*)
begin
  if (Ss2 == 0 )                                 
    if (ss3 == 0)
        logicsel = a & b;
    else
        logicsel = a | b;
        else                                         
        if (ss3 == 1)
            logicsel = ~(a | b);
        else
            logicsel = a ^ b;
    end
always @ (aluop, a, b)            
    if (aluop == 4'b1010)
    begin
        diff = a - b;			 
        slt = 32'h0000_0000;				 
        if (diff[31] == 1)
            slt = 32'hffff_ffff;			 
    end
always @ (*)
begin
    case (aluop)
        4'b0000 : alu_val = a + b;
        4'b0010 : alu_val = a - b;
        4'b1010 : alu_val = slt;
        default : alu_val = logicsel;
    endcase
end
assign result = alu_val;
assign zero   = (alu_val == 32'b0) ? 1 : 0;
endmodule
File: flow/run.sh
#!/bin/bash
# OpenROAD 26Q1-2900-gdf79404cd8, Yosys 0.63+post, stock flow scripts
make -C /OpenROAD-flow-scripts/flow DESIGN_CONFIG=/design/flow/config.mk WORK_HOME=/design/flow/orfs finish
==> summary.txt <==
Update from the flow run.

The most frequent cell after synthesis is sky130_fd_sc_hd__a21oi_1. For this run, the number of Yosys warnings is 1. The synth_stat.txt file lists the number of cells as slightly above 900. According to the timing report, the arrival time at the worst endpoint equals 9.05 ns. The post-synthesis mux area share is approximately 4.3%. The summed standard-cell area reported by yosys is 6160 µm². Once the clock tree was built, the setup fixing pass inserted 0 buffers. The main area contributors are sky130_fd_sc_hd__ha_1 21%, sky130_fd_sc_hd__a21oi_1 8.6%, sky130_fd_sc_hd__inv_1 6.0%. The tool warning count for the run is 105. Counting flops with a built-in enable in the synthesized netlist gives 0. Looking at the VDD voltage map, the peak drop is approximately 16 µV. The leakage power figure is between 0.003 and 0.004 µW. A synthesized cell averages 6.74 µm². At the end of routability-driven placement, the weighted congestion stood at 1.07. The number of unconstrained endpoints came to 1. The fraction of power consumed by the clock network is 0%. The post-layout minimum cycle time is around 13 ns. Per report_power, the sequential group accounts for less than 1% of the total.

In the Yosys stats the netlist draws on just under 90 distinct library cells. Hold is met by around 8.8 ns. The combinational share of power is between 90% and 100%. Dividing the detail-routed via count by the number of cells gives between 6 and 7. The script computed the net switching share of total power as between 50% and 60%.

The run finished with clean final reports. Per the detail_route report, routed wire per instance is 18.9 µm. Summing the areas of all fa, ha and maj instances in the mapped netlist gives 21.8% of the synthesized area. The count of unclocked register or latch pins is 1. Summing the areas of all compound-gate instances in the mapped netlist gives between 30% and 40% of the synthesized area.

The first global-routing pass estimated around 33000 µm of wire. The post-CTS hold buffer count recorded in the log is 0. The number of hold violations in the final report is 0. After Yosys synthesis, XOR and XNOR cells account for under 10% of the synthesized area.

For this run, the top clock speed supported by timing is ~0.077 GHz. The combined global-route utilization of all metal layers is around 33%. The worst max-slew margin expressed relative to the limit is around 16%. The dominant register cell in the synthesized netlist is sky130_fd_sc_hd__dlxtn_1.

The flip-flop count of the largest register, all copies and words added came to 1. The relative area change from synthesis to final layout is 15.1%. The type of the tightest min-delay check is in -> out.

The critical path's slowest cell is sky130_fd_sc_hd__nor2_1. The pin count of the biggest net entering global routing is roughly 67. The synthesized instance count is between 900 and 1000. The number of diodes is 0. The number of antenna violations at the first check in global routing is 0.

The synthesized design devotes to its leading area cell type 21.1% of total area. The critical path endpoint has a required time of approximately 16 ns.

The register bit total from synthesis is 1. The max-slew violation total from the final report is 0. The transition time recorded at the tightest slew-check pin is 1.25 ns.

The number of violations of the max-capacitance limit is 0. The cell count after placement is roughly 1100. The commonest cells after synthesis are 106 x sky130_fd_sc_hd__a21oi_1, 104 x sky130_fd_sc_hd__ha_1, 98 x sky130_fd_sc_hd__inv_1. The fill cell instance count of the final layout is around 1100. The total setup violations reported at the end of the flow is 0. The area taken by flip-flops and latches is 15.0 µm². STA lists the maximum fanout along the critical path as 24.

For this configuration, the core starts out at a cell density of approximately half. The final standard cell count with taps included and fillers excluded is between 1000 and 1500. The cell accounting for the most synthesized area is sky130_fd_sc_hd__ha_1.

According to the report, the first pass of detailed routing completed in 6 iterations. The die boundary height is 113 µm. The detailed router finished its first iteration with slightly below 600 violations. The total negative slack is 0 ns.

Listed in order, past its start point the critical path passes clkdlybuf4s50_1, nor2_1, o21ai_2, buf_4, nor2_1, a21oi_1, o31a_1, or4b_1, nor4_2, nand4bb_1, or4_1, nor4_2, clkdlybuf4s50_1. The number of buffers added on ports is between 100 and 150. Post-CTS repair changed the size of 0 cells. The worst path uses 66.4% of the clock period. The cell area after synthesis is 6160 µm². Setup repair after global routing left no endpoint under its margin. The number of global-route vias before repair came to approximately 6400.

Summed over all layers, the global routing overflow is 0. The residual DRC count is 0. For this block, the via count after detailed routing is a little over 7000. Detailed placement ended at an HPWL of 16500 µm.

Among the non-sequential cells, AND-OR/OR-AND gates take the most area. The area taken by multi-input combinational cells is reported as ~5500 µm². At the end of the flow the core is filled with cells to 59.0%. The ratio of cells with drive above 1 in the final layout is under 10%. The async set-or-reset flop fraction in the synthesized netlist is 0%. The kind of end point of the critical path is an output port. The largest stage delay on the critical path is 0.98 ns. The report lists the number of standard-cell rows as around 40.

Internal power comes to around 92 µW. The worst setup path is launched from a primary input. For this design the top-level I/O count stands at 101. The final wirelength is ~21000 µm.

The die is approximately 110 µm wide. The chip area is ~13000 µm². The power report puts the net switching power at between 100 and 150 µW. The total power per unit cell area is approximately 30 nW/µm². The area of the placeable core is about 12000 µm². Of the total synthesized cell area, the portion taken by AND, OR, NAND and NOR gates is between 20% and 30%. The setup path with the least slack is of type in -> out. The antenna violation net count after detailed routing is 0.
[critical path, delay by kind of cell]
kind                   cells  cell delay (ns)
AND-OR/OR-AND              3             0.65
buffers and inverters      3             1.38
AND/OR/NAND/NOR            7             3.10
[placed cells by master (no fill, tap or decap), drive strengths merged, types with 5 or more instances in the layout]
master | Yosys | final
a21oi | 108 | 108
ha | 104 | 104
clkdlybuf4s50 | 0 | 99
inv | 98 | 98
nor2 | 73 | 73
o21ai | 62 | 62
nand2 | 52 | 52
nor3 | 28 | 28
xor2 | 26 | 26
a211oi | 24 | 24
xnor2 | 21 | 21
nand3 | 21 | 21
nor2b | 19 | 19
mux2 | 14 | 14
o31ai | 14 | 14
nor4 | 13 | 13
a21o | 12 | 12
nand4 | 12 | 12
o211ai | 11 | 11
mux2i | 11 | 11
buf | 17 | 11
and3 | 9 | 9
and2 | 9 | 9
or2 | 7 | 7
o21a | 7 | 7
a31oi | 6 | 6
or4 | 6 | 6
a2111oi | 6 | 6
o21bai | 5 | 5
a211o | 5 | 5
[metal layers]
layer | track usage (%) | part of all wire (%) | vias up | wire [µm]
met1 | 48.3 | 46 | 3222 | 9610
li1 | - | - | 3417 | -
met3 | 3.98 | 9.0 | 36 | 1890
met2 | 51.5 | 43 | 387 | 9100
met4 | 6.58 | 2.1 | 0 | 440
met5 | 0 | 0 | - | 0
[power groups by stage]
| stage | Combinational (µW) | Sequential (µW) | Clock (µW) |
|---|---|---|---|
| after CTS | 207 | 0.642 | 0 |
| final | 211 | 0.643 | 0 |
| after global routing | 229 | 0.680 | 0 |
[area by class of cell]
type                       instances  area share [%]
sequential                         1           0.212
tap                              147            2.59
multi-input combinational        758            76.9
timing repair buffer             110            15.1
inverter                          98            5.19
[per-stage QoR]
step | setup WS (ns) | cell area [µm²] | total power (µW)
2_1_floorplan | 8.59 | 6160 | 134
3_3_place_gp | 6.70 | 7090 | 206
3_5_place_dp | 6.72 | 7090 | 206
4_1_cts | 6.70 | 7090 | 207
5_1_grt | 6.45 | 7090 | 229
6_report | 6.55 | 7090 | 211
[final timing paths]
kind | from | endpoint | slack [ns] | depth (start not counted)
worst max-delay path | aluop[2] | zero | 6.55 | 13
worst min-delay path | aluop[1] | result[0] | 8.83 | 6
[cells by family (layout without fill, tap and decap cells)]
| kind of cell | Yosys count | in the layout |
|---|---|---|
| latches | 1 | 1 |
| and+or+nand+nor | 269 | 269 |
| AOI/OAI and AO/OA | 311 | 311 |
| muxes | 25 | 25 |
| buffers and inverters | 155 | 208 |
| xor gates and xnor gates | 47 | 47 |
| adders and majority gates | 106 | 106 |
Power and IR drop assume default switching activity.
