--- design.v ---
`timescale 1ns / 1ps
module ALU(
    input [31:0] A, B,
    input [3:0] aluop,
    output [31:0] result
    );
    wire [31:0] result_alu, result_log;                                          
    ArithOut AO (.A(A), .B(B), .aluop(aluop), .result(result_alu));
    LogicOut LO (.A(A), .B(B), .aluop(aluop), .result(result_log));
    assign result = (aluop[2]) ? (result_log) : (result_alu);
endmodule
`timescale 1ns / 1ps
module Adder(
    input [31:0] A, B,
    input sel,
    output [31:0] result
    );
    assign result = (sel) ? (A - B) : (A + B);
endmodule
`timescale 1ns / 1ps
module ArithOut(
    input [31:0] A, B,
    input [3:0] aluop,
    output [31:0] result
    );
    wire [31:0] result1;
    Adder add (.A(A), .B(B), .sel(aluop[1]), .result(result1));
    assign result = (aluop[3]) ? {32{result1[31]}} : result1;                        
endmodule
`timescale 1ns / 1ps
module LogicOut(
    input [31:0] A, B,
    input [3:0] aluop,
    output reg [31:0] result
    );
    wire [1:0] sel;
    assign sel = aluop[1:0];
    always @(*) begin
        case (sel)
            2'b00: result = A & B;
            2'b01: result = A | B;
            2'b10: result = A ^ B;
            2'b11: result = ~(A|B);
        endcase
    end
endmodule
--- run.sh ---
#!/bin/bash
# OpenROAD 26Q1-2900-gdf79404cd8, Yosys 0.63+post, stock flow scripts
make -C /OpenROAD-flow-scripts/flow DESIGN_CONFIG=/design/flow/config.mk WORK_HOME=/design/flow/orfs finish
--- config.mk ---
export PLATFORM = sky130hd
export DESIGN_NAME = ALU
export DESIGN_NICKNAME = ALU
export VERILOG_FILES = /design/flow/design.v
export SDC_FILE = /design/flow/constraint.sdc
export NUM_CORES = 4
export LEC_CHECK = 1
export CORE_UTILIZATION = 40
--- constraint.sdc ---
current_design ALU

set clk_period 20.2
set clk_io_pct 0.2

create_clock -name clk0 -period $clk_period

set non_clock_inputs [all_inputs -no_clocks]
set_input_delay [expr $clk_period * $clk_io_pct] -clock clk0 $non_clock_inputs
set_output_delay [expr $clk_period * $clk_io_pct] -clock clk0 [all_outputs]
==> reports/qor.csv <==
stage,metric,value,unit
placed_design,Post-DP Area,5810,um^2
drt,routed vias,5184,
drt,drt first pass iters,21,
floorplanning,io pins,100,
synthesis,area fraction in xor and xnor cells,10.3,%
synthesis,"top comb family, area",AND-OR/OR-AND gates,
setup_path,Critical Path Sink Type,output port,
power_and_ir_drop,Leak,2.64,nW
drt,ANT nets after route,0,
placed_design,port buffer count,100,
placed_design,DP Wirelength,12.4,mm
drt,ant diodes,0,
synthesis,Cell variety after synth,64,
drt,Detailed Route Iter0 Violations,322,
sta,fmax,75.0,MHz
finish,Flop Count,0,
setup_path,kind of critical path,input pin to output port,
finish,final instance area,5810,um^2
power_and_ir_drop,PwrDens,34.1,nW/um^2
setup_path,Worst Path Required,16.16,ns
floorplanning,row cnt,39,
synthesis,Post-synth mux share,1.05,%
setup_path,crit-path cells,clkdlybuf4s50_1 > or4_1 > nor3_2 > a21oi_1 > nor2_1 > o21ai_0 > xnor2_1 > ha_1 > and4_1 > and3_1 > nand3_1 > a31oi_1 > o31ai_1 > and2_2 > nor3b_4 > a221oi_1 > clkdlybuf4s50_1,
synthesis,Synth Area per Inst,6.72,um^2
power_and_ir_drop,Design Power,0.000198,W
drt,drt drc,0,
placed_design,Final Wtd Congestion,0.974,
synthesis,Post-Syn Area,4750,um^2
synthesis,Gate Count Post-Synth,707,
sta,worst-margin pin slew,0.757,ns
clocking,setup bufs post-CTS,0,
setup_path,CP max-delay cell,nor3b_4,
finish,final-layout clock buffer total,0,
synthesis,Synth Warn #,1,
grt,first-pass GRT wire length,25.4,mm
setup_path,"most used cell, CP",clkdlybuf4s50_1,
outcome,status,"complete, no violations",
floorplanning,Initial Util,41.3,%
sta,Hold Fails Final Rpt,0,
job,OpenROAD warning count,65,
grt,number of global-route vias before repair,4932,
min_path,worst hold path class,input pin to output port,
floorplanning,core area,11500,um^2
sta,Final Setup Violations,0,
setup_path,CP peak stage delay,0.62,ns
floorplanning,DIE HEIGHT,111,um
synthesis,Basic Gates by Area,21.2,%
drt,drt wl/cell,17.1,um
synthesis,Post-Synth Adder-Cell Area,25.7,%
finish,final core occ,50.4,%
sta,minimum clock period,13.33,ns
floorplanning,Die Size,12300,um^2
drt,routed vias/inst,5.64,
floorplanning,die width,111,um
power_and_ir_drop,Worst IR Drop VDD,17.7,uV
job,max-cap violations,0,
clocking,Hold Buf Count CTS,0,
setup_path,crit path DAT,9.29,ns
synthesis,register area share after synthesis,0,%
synthesis,YS chip area,4750,um^2
sta,Max-Slew Margin vs Limit,49.5,%
min_path,worst hold start,aluop[2],
sta,Setup TNS,0,ns
min_path,hold path cells,4,
grt,gr usage total,25.6,%
finish,Layout fillers,1117,
setup_path,worst-path maximum fanout,10,
finish,Reg area,0,um^2
finish,fraction of layout cells with a size suffix above 1,3.09,%
drt,routed wire length,15.7,mm
clocking,PostCTS Resize Cnt,0,
grt,global route overflow,0,
synthesis,yosys aoi share,32.8,%
grt,initial antenna violation count,0,
min_path,WHS Endpoint,result[22],
sta,Max Slew Vio Count,0,
finish,area grow syn2layout,22.1,%
sta,RSZ-0062 raised after global routing,no,
setup_path,Startpoint Class,input pin,
synthesis,cell count in the Yosys report,707,
grt,largest net degree at the start of global routing,53,
sta,Tcrit/Tclk final,66.0,%
## final cells by class
| cell class | instances | area (um^2) | share of cell area [%] |
|---|---|---|---|
| multi-input cells | 598 | 4330 | 74.6 |
| repair buffers | 104 | 1020 | 17.6 |
| inverters | 74 | 278 | 4.78 |
| well taps | 143 | 179 | 3.08 |
## layer usage
metal / GRT usage [%] / share of wire, %
met3: 1.84 / 4.8
met2: 41.9 / 45
met4: 1.89 / 0.80
met5: 0 / 0
met1: 38.3 / 50
## cell families after synthesis
logic type      after synthesis
simple gates                211
fa+ha+maj                    97
xor+xnor                     56
compound gates              229
buf+inv                     109
mux                           5
## through the flow
step                      setup slack, ns  std cells  hold slack, ns
after floorplan                      8.63        707            8.34
after global placement               6.98        919            9.06
after detailed placement             6.89        919            9.07
after CTS                            6.89        919            9.07
after global routing                 6.51        919            9.12
final                                6.87        919            9.08
## where the power goes
part / internal (W) / switching [W] / leakage, nW
clock network: 0 / 0 / 0
registers: 0 / 0 / 0
logic: 0.0000948 / 0.000103 / 2.64
total: 0.0000948 / 0.000103 / 2.64
## placed cells by master, fill, tap and decap left out, drive strengths merged, types with 11 or more instances in the layout
| cell | Yosys | routed |
|---|---|---|
| nand3 | 16 | 16 |
| a21boi | 13 | 13 |
| xnor2 | 49 | 49 |
| ha | 96 | 96 |
| a31oi | 12 | 12 |
| a21oi | 58 | 58 |
| clkdlybuf4s50 | 0 | 98 |
| a211o | 30 | 30 |
| nand2 | 43 | 43 |
| a221oi | 11 | 11 |
| inv | 73 | 73 |
| nor2 | 97 | 97 |
| o21ai | 48 | 48 |
## Yosys cell counts, types with 5 or more instances
cell type	number	share of area [%]
nor3_1	9	0.95
xor2_1	7	1.3
a21boi_0	13	2.1
nand3_1	16	1.7
a221oi_1	9	1.7
clkbuf_1	28	2.2
o21ai_0	48	5.1
o211ai_1	6	0.95
o21bai_1	6	0.95
nor4_1	6	0.79
a21o_1	10	1.6
a211o_1	30	5.5
ha_1	96	25
xnor2_1	49	9.0
a31oi_1	12	1.6
a21oi_1	57	6.0
nand2_1	43	3.4
nor2_1	96	7.6
nand4_1	6	0.79
inv_1	72	5.7
o31ai_1	5	0.79
mux2i_1	5	1.1
a211oi_1	8	1.3
## worst max-delay path, delay by kind of cell
family / cells / cell delay, ns
and+or+nand+nor: 8 / 2.66
xor gates and xnor gates: 1 / 0.19
AOI/OAI and AO/OA: 5 / 1.10
adders and majority gates: 1 / 0.38
buffers and inverters: 2 / 0.93
## how the worst max path moves through the flow
stage | cells after the start | start | slack (ns) | to
after CTS | 17 | B[14] | 6.89 | result[16]
after global routing | 17 | B[4] | 6.51 | result[26]
final | 17 | B[14] | 6.87 | result[5]
Power and IR drop assume default switching activity.
