`flow/design.v`:
```
`timescale 1ns / 1ps
module Decoder(
    input a, b,
    output o, o1, o2, o3
    );
    wire na, nb;
    not g1 (na, a);
    not g2 (nb, b);                      
    and g3 (o, na, nb);
    and g4 (o1, a, nb);
    and g5 (o2, na, b);
    and g6 (o3, a, b);
endmodule
`timescale 1ns / 1ps
module FourBitAdder(
    input [3:0] a,
    input [3:0] b,
    output [4:0] s
    );
    wire m1, m2, m3;
    FullAdder FA1 (.a(a[0]), .b(b[0]), .ci(1'b0), .s(s[0]), .co(m1));
    FullAdder FA2 (.a(a[1]), .b(b[1]), .ci(m1), .s(s[1]), .co(m2));
    FullAdder FA3 (.a(a[2]), .b(b[2]), .ci(m2), .s(s[2]), .co(m3));
    FullAdder FA4 (.a(a[3]), .b(b[3]), .ci(m3), .s(s[3]), .co(s[4]));
endmodule
`timescale 1ns / 1ps
module FullAdder(
    input a,
    input b,
    input ci,
    output s,
    output co
    );
    wire m1, m2, m3;
    xor (m1, a, b);              
    and (m2, a, b);              
    and (m3, m1, ci);            
    xor (s, ci, m1);
    or (co, m3, m2);
endmodule
`timescale 1ns / 1ps
module multiplexer_2_1(
    input a, b, s,
    output result
    );
    wire ns, m1, m2;
    not g1 (ns, s);
    and g2 (m1, a, ns);
    and g3 (m2, b, s);
    or g4 (result, m1, m2);
endmodule
`timescale 1ns / 1ps
module tmux_4_1(
    input [3:0] a,
    input [1:0] s,
    output result
    );
    wire m1, m2;
    multiplexer_2_1 g1 (.a(a[2]), .b(a[3]), .s(s[0]), .result(m1));
    multiplexer_2_1 g2 (.a(a[0]), .b(a[1]), .s(s[0]), .result(m2));
    multiplexer_2_1 g3 (.a(m2), .b(m1), .s(s[1]), .result(result));
endmodule
`timescale 1ns / 1ps
module top(
    input [3:0] adda, 
    input [3:0] addb,
    input deca, decb,
    input [2:0] tmuxs,
    output [4:0] adds,
    output deco, deco1, deco2, deco3,
    output tmuxr
    );
    FourBitAdder FBA (.a(adda), .b(addb), .s(adds));
    Decoder Dec (.a(deca), .b(decb), .o(deco), .o1(deco1), .o2(deco2), .o3(deco3));
    tmux_4_1 tmux1 (.a(adda), .s(tmuxs), .result(tmuxr));
endmodule
```
`flow/run.sh`:
```
#!/bin/bash
# OpenROAD 26Q1-2900-gdf79404cd8, Yosys 0.63+post, stock flow scripts
make -C /OpenROAD-flow-scripts/flow DESIGN_CONFIG=/design/flow/config.mk WORK_HOME=/design/flow/orfs finish
```
`flow/config.mk`:
```
export PLATFORM = sky130hd
export DESIGN_NAME = top
export DESIGN_NICKNAME = top
export VERILOG_FILES = /design/flow/design.v
export SDC_FILE = /design/flow/constraint.sdc
export NUM_CORES = 4
export LEC_CHECK = 1
export CORE_AREA = 10 10 70 70
export DIE_AREA = 0 0 80 80
```
`flow/constraint.sdc`:
```
current_design top

set clk_period 2.5
set clk_io_pct 0.2

create_clock -name clk0 -period $clk_period

set non_clock_inputs [all_inputs -no_clocks]
set_input_delay [expr $clk_period * $clk_io_pct] -clock clk0 $non_clock_inputs
set_output_delay [expr $clk_period * $clk_io_pct] -clock clk0 [all_outputs]
```
==> flow_summary.ini <==
; generated from flow reports
[status]
status = finished with violations
violations = setup timing

[placed_design]
place_ws_ns = -0.861
dp_hpwl_um = 682
gp_congestion = 0.818
placedInstanceArea_um2 = 432
port_buffers = 22
dp.cells = 84

[timing]
setup_viol = 1
finalHoldViolCount = 0
fmax_ghz = 0.397
hold_slack_ns = 1.64
slew_headroom_pct = 92.1
worstMarginPinSlew_ns = 0.118
period_minus_slack_ns = 2.52
slew_violations = 0
fin_crit_sh_pct = 101
setup_slack_ns = -0.0203
rsz0062_at_grt = yes

[setup_path]
end_kind = output pin
crit_path_start_kind = primary input
required_ns = 2.00
crit_path_cell_trace = buf_8, ha_4, fa_2, fa_2, inv_2, fa_1, inv_1, buf_2
crit_top_cell = fa_2
crit_arrival_ns = 2.02
cp_max_fo = 2
cp_slowest_stage_delay_ns = 0.40
critPathSlowestCell = fa_1
setup.worst_path.start = adda[0]
criticalPathCategory = in -> out
critPathTopFamily = adder cells
critPathBufInv = 4

[drt]
drc = 0
dr.first_iter.drc_count = 0
drt-total-wl_um = 730
num_vias = 179
detail-route-antenna-nets = 0
wl_per_cell_um = 8.59
insertedDiodeCount = 0
drt_pass1_iterations = 1
via_per_inst = 2.11

[pwr]
p_total_uw = 69.2
ir_drop_mv = 0.0194
powerDensity_nw_per_um2 = 155
total_leakage_power_uw = 0.000178

[die]
die_y_um = 80
die_x_um = 80
fp_util_pct = 5.09
std_cell_rows = 21
core_area_um2 = 3420
io_pins = 23
die-area_um2 = 6400

[worst_hold_path]
hp-class = in -> out
min_from = adda[0]

[grt]
grt_pass1_vias = 185
grt-ovfl-total = 0
track_usage_pct = 2.04
antenna_found_initial = 0
grt_pass1_wl_mm = 1.01
grt_start_max_net_pins = 5

[logic_synthesis]
yosys_warnings = 1
synth_area_per_cell_um2 = 9.15
netlist_logic_family_top = adder cells
synthAoiAreaFrac_pct = 0
yosys.area_share.simple_pct = 12.9
ys_chip_area_um2 = 174
ys_seq_share_pct = 0
yosys_cells = 19
muxShareOfSynthArea_pct = 12.9
ys_types = 8
xor_share_pct = 0
fa_ha_area_share_pct = 41.7
synthCells = 19
synth.cell_area_um2 = 174

[cells_and_area]
seq_cells = 0
combGateArea_um2 = 135
seq_area_um2 = 0
clkbuf_count = 0
stdcell_count = 85
final_area_um2 = 448
area_growth_pct = 158
drive_above_1_share_pct = 30.8
fillers = 397

[run]
warnings = 35
max_cap_viol_count = 0

[clocking]
cts_hold_buffers = 0
==> placed cells by master, fill, tap and decap left out <==
| master | netlist | routed |
|---|---|---|
| buf_2 | 0 | 2 |
| fa_2 | 0 | 2 |
| fa_1 | 3 | 1 |
| and2_1 | 1 | 1 |
| buf_6 | 0 | 1 |
| clkdlybuf4s50_1 | 0 | 15 |
| buf_8 | 0 | 1 |
| ha_4 | 0 | 1 |
| mux4_2 | 1 | 1 |
| inv_2 | 0 | 1 |
| nor2_1 | 1 | 1 |
| buf_4 | 5 | 3 |
| inv_1 | 5 | 4 |
| clkdlybuf4s15_1 | 0 | 1 |
| nor2b_1 | 2 | 2 |
| dlygate4sd2_1 | 0 | 2 |
==> cell usage after synthesis <==
cell type / instances / area share (%)
mux4_2: 1 / 13
ha_1: 1 / 7.2
nor2_1: 1 / 2.2
inv_1: 5 / 11
buf_4: 5 / 22
fa_1: 3 / 35
nor2b_1: 2 / 7.2
and2_1: 1 / 3.6
==> routing by layer <==
| metal | GRT usage, % | routed length [um] | up-vias |
|---|---|---|---|
| met5 | 0 | 0 | - |
| met4 | 0 | 0 | 0 |
| met3 | 1.14 | 104 | 0 |
| met2 | 3.37 | 341 | 11 |
| met1 | 2.40 | 284 | 76 |
| li1 | - | - | 92 |
==> area by class of cell <==
type | count | area share, %
repair buffers | 25 | 52.8
multi-input cells | 9 | 30.2
well taps | 46 | 12.8
inverters | 5 | 4.19
==> timing repair <==
action / 4_1_cts / 5_1_grt
setup endpoints to repair: 4 / 2
buffers inserted: 1 / 0
pin swaps: 4 / 3
resized: 24 / 2
==> kinds of logic (layout without fill, tap and decap cells) <==
kind of cell	Yosys count	in the layout
buffers and inverters	10	30
AND/OR/NAND/NOR	4	4
multiplexers	1	1
adder cells (fa/ha/maj)	4	4
==> worst min-delay path, delay by kind of cell <==
family | cells | cell delay, ns
adder cells (fa/ha/maj) | 1 | 0.11
buffers and inverters | 2 | 0.53
==> where the power goes <==
part,internal [uW],switching [uW],total [uW]
sequential,0,0,0
clock,0,0,0
combinational,50.4,18.8,69.2
==> path summary, 6_finish.rpt <==
| path | slack, ns | cells past startpoint | to |
|---|---|---|---|
| hold / removal | 1.64 | 3 | adds[0] |
| setup / recovery | -0.02 | 8 | adds[3] |
==> metrics by stage <==
step,utilization (%),setup TNS (ns)
3_3_place_gp,12.6,-1.95
3_5_place_dp,12.6,-1.96
4_1_cts,13.3,-0.100
6_report,13.1,-0.0203
2_1_floorplan,-,0
5_1_grt,13.1,-0.101
Power and IR drop assume default switching activity.
